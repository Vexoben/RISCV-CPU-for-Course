$ cat design/flow/run.sh
#!/bin/bash
# OpenROAD 26Q1-2900-gdf79404cd8, Yosys 0.63+post, stock flow scripts
make -C /OpenROAD-flow-scripts/flow DESIGN_CONFIG=/design/flow/config.mk WORK_HOME=/design/flow/orfs finish
$ cat design/flow/config.mk
export PLATFORM = sky130hd
export DESIGN_NAME = dual_port_ram_sync
export DESIGN_NICKNAME = dual_port_ram_sync
export VERILOG_FILES = /design/flow/design.v
export SDC_FILE = /design/flow/constraint.sdc
export NUM_CORES = 4
export LEC_CHECK = 1
export CORE_UTILIZATION = 40
$ cat design/flow/design.v
module dual_port_ram_sync
#(
  parameter ADDR_WIDTH = 6,
  parameter DATA_WIDTH = 8
)
(
  input  wire                  clk,
  input  wire                  we,
  input  wire [ADDR_WIDTH-1:0] addr_a,
  input  wire [ADDR_WIDTH-1:0] addr_b,
  input  wire [DATA_WIDTH-1:0] din_a,
  output wire [DATA_WIDTH-1:0] dout_a,
  output wire [DATA_WIDTH-1:0] dout_b
);
reg [DATA_WIDTH-1:0] ram [2**ADDR_WIDTH-1:0];
reg [ADDR_WIDTH-1:0] q_addr_a;
reg [ADDR_WIDTH-1:0] q_addr_b;
always @(posedge clk)
  begin
    if (we)
        ram[addr_a] <= din_a;
    q_addr_a <= addr_a;
    q_addr_b <= addr_b;
  end
assign dout_a = ram[q_addr_a];
assign dout_b = ram[q_addr_b];
endmodule
module single_port_ram_sync
#(
  parameter ADDR_WIDTH = 6,
  parameter DATA_WIDTH = 8
)
(
  input  wire                  clk,
  input  wire                  we,
  input  wire [ADDR_WIDTH-1:0] addr_a,
  input  wire [DATA_WIDTH-1:0] din_a,
  output wire [DATA_WIDTH-1:0] dout_a
);
reg [DATA_WIDTH-1:0] ram [2**ADDR_WIDTH-1:0];
reg [ADDR_WIDTH-1:0] q_addr_a;
always @(posedge clk)
  begin
    if (we)
        ram[addr_a] <= din_a;
    q_addr_a <= addr_a;
  end
assign dout_a = ram[q_addr_a];
integer i;
initial begin
  for (i=0;i<2**ADDR_WIDTH;i=i+1) begin
    ram[i] = 0;
  end
end
endmodule
$ cat design/flow/constraint.sdc
current_design dual_port_ram_sync

set clk_period 10.8
set clk_io_pct 0.2

create_clock -name clk0 -period $clk_period [get_ports {clk}]

set non_clock_inputs [all_inputs -no_clocks]
set_input_delay [expr $clk_period * $clk_io_pct] -clock clk0 $non_clock_inputs
set_output_delay [expr $clk_period * $clk_io_pct] -clock clk0 [all_outputs]
==> summary.txt <==
Max clock buf depth: 3
Met2 usage: 35.11%
Switching power: 0.9975 mW
Ports: 38
Pleak: 8.695 nW
Final setup fails: 0
Pin slew with the least headroom to its limit: 1.008 ns
Die H: 247.9 um
Core area: 0.05935 mm2
Top Usage Layer GRT: met2
Register area share after synthesis: 64.54%
Largest register FFs: 512
Max_cap viols: 0
Syn_area_per_cell: 20.05 um2
CP required: 8.64 ns
Synthesized instance count: 1,207
Hold_buf cts: 0
Footprint of the multi-input gates: 0.008098 mm2
Log Warnings: 25
Vias in the first global route: 14,392
Most common reg cell: edfxtp_1
Effective utilization at floorplan: 40.76%
Clk network pwr share: 41.6%
Drt via density: 6.179
Outcome: finished, final reports clean
Largest net degree at the start of global routing: 89
Power Density: 163.5 mW/mm2
CTS buffer count: 54
Top cells excl fill/tap: edfxtp_1 (512), mux4_2 (270), buf_4 (83), nor2_1 (75), mux2i_1 (66)
Reg power frac: 50.6%
Combinational fraction of design power: 7.8%
Clk slew on worst S/H paths: 0.06 ns
DRT antenna net count: 0
Unrepaired setup endpoints after global routing: no
Die Width: 247.9 um
Reg area: 0.01564 mm2
Average routed wire per standard cell: 31.18 um
Most common logic cell in the routed design: edfxtp_1
Post-synthesis async set-or-reset flop share: 0%
Internal Power: 3.496 mW
Cycle use final: 60.33%
Port-buffer cells: 37
Hold Path Class: primary input to flop
Largest regs: ram x512
Post-layout min period: 6.516 ns
CP Class: flop to output pin
Root Buffer: clkbuf_16
Post-DP HPWL: 40.74 mm
Switching Fraction: 22.20%
Fin. max-slew vios: 0
Clock sinks: 524
Type of origin of the critical path: flop
Hold Fails Final Rpt: 0
Syn Std Cell Area: 0.02419 mm2
All-Layer GR Usage: 24.49%
Worst relative slew slack: 32.57%
Router iterations before antenna repair: 5
Layout cell share with drive strength beyond 1: 33.86%
Htree depth: 2
Yosys cell count: 1,207
Fill cells: 4,822
Synthesis-to-layout area growth: 13.62%
Initial antenna violation count: 1
Synth cell types: 38
Inserted Diodes: 0
Critical Path End Type: output pin
Max Freq: 153.5 MHz
Global route overflow: 0
Yosys stat area: 0.02419 mm2
Synth warnings: 1
Total power: 4.493 mW
Total die size: 0.06147 mm2
Post-synth EDFFs: 512
Initial DRC Count: 847
Met3 usage: 16.30%
Final wirelength: 65.82 mm
Met1 Use GR: 33.02%
Setup TNS: 0 ns
Critical path arrival: 4.36 ns
Residual DRC: 0
Crit path to: dout_b[0]
#FFs+latches synth: 524
Post-CTS setup buffer count: 0
CTS tree: built
Crit-path max FO: 43
First-pass GRT wire length: 97.10 mm
Biggest register: ram
Maximum VDD drop: 0.1089 mV
Hold Path Origin: addr_b[1]
GPL Wtd Cong: 0.8901
DR vias: 13,043
Final Core Density: 46.31%
CTS resizes: 0
Rows: 89
-- cells in the mapped netlist (2+ instances only) --
| library cell | count | area (um2) |
|---|---|---|
| inv_1 | 2 | 7.510 |
| nand2_1 | 28 | 105.1 |
| nand2b_1 | 6 | 37.54 |
| mux4_2 | 270 | 6081 |
| nor2_1 | 75 | 281.5 |
| a221oi_1 | 7 | 61.31 |
| mux2_2 | 2 | 22.52 |
| nand4_1 | 3 | 18.77 |
| nand3b_1 | 2 | 15.01 |
| nor2b_1 | 8 | 50.05 |
| o221ai_1 | 5 | 43.79 |
| a211oi_1 | 2 | 15.01 |
| clkbuf_1 | 34 | 127.6 |
| o211ai_1 | 3 | 22.52 |
| nand3_1 | 20 | 100.1 |
| buf_6 | 5 | 56.30 |
| and2_1 | 3 | 18.77 |
| mux2i_1 | 66 | 660.6 |
| a2111oi_0 | 2 | 17.52 |
| a221o_1 | 5 | 50.05 |
| buf_2 | 31 | 155.2 |
| buf_1 | 11 | 41.29 |
| a22oi_1 | 14 | 105.1 |
| edfxtp_1 | 512 | 15370 |
| o22ai_1 | 20 | 125.1 |
| o21ai_0 | 17 | 85.08 |
| dfxtp_1 | 12 | 240.2 |
| o31a_1 | 5 | 43.79 |
| nor3_1 | 2 | 10.01 |
| o21ai_1 | 7 | 35.03 |
| buf_4 | 12 | 90.09 |
| a21oi_1 | 10 | 50.05 |
-- final cells by class --
| type | count | area share (%) |
|---|---|---|
| flip-flops and latches | 524 | 56.89 |
| multi-input cells | 587 | 29.46 |
| clock buffers | 64 | 5.130 |
| repair buffers | 123 | 3.687 |
| well taps | 773 | 3.518 |
| clock inverters | 37 | 1.279 |
| inverters | 3 | 0.04096 |
-- power by group through the flow --
stage / logic [mW] / registers [mW] / clock network [mW]
CTS: 0.353 / 2.27 / 1.91
finish: 0.350 / 2.27 / 1.87
global route: 0.374 / 2.27 / 1.98
-- metal layers --
metal | routed length, um | vias to the layer above
li1 | - | 5395
met1 | 23530 | 6760
met2 | 30600 | 782
met3 | 9881 | 100
met4 | 1622 | 6
met5 | 186 | -
-- logic make-up after synthesis --
| family | count (synthesis) | share of synthesized area (%) |
|---|---|---|
| compound gates | 100 | 2.818 |
| simple gates | 149 | 2.694 |
| flops | 524 | 64.54 |
| buf+inv | 96 | 1.991 |
| mux | 338 | 27.96 |
-- worst min path at each step --
stage,endpoint,cells after the start
CTS,flop,1
global route,flop,1
finish,flop,1
-- stage by stage --
step	instance area (um2)	std cells	worst slack, ns	hold WS [ns]
after floorplan	24190	1207	6.665	2.188
after global placement	25730	2010	4.918	2.601
after detailed placement	25730	2010	4.932	2.604
after CTS	27490	2111	4.254	1.951
after global routing	27490	2111	3.985	1.976
final	27490	2111	4.284	1.977
-- critical path, cell delays in order, from the launching register on --
cell and delay, ns:
dfxtp_4 0.80, buf_4 0.50, buf_4 0.65, mux4_2 0.34, o22ai_1 0.07, o21ai_0 0.51, nand3_1 0.21, nand2_1 0.16
clkdlybuf4s50_1 0.47
Power and IR drop assume default switching activity.
